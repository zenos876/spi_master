$ cat design/flow/config.mk
export PLATFORM = sky130hd
export DESIGN_NAME = spi_slv_8b8b
export DESIGN_NICKNAME = spi_slv_8b8b
export VERILOG_FILES = /design/flow/design.v
export SDC_FILE = /design/flow/constraint.sdc
export NUM_CORES = 4
export LEC_CHECK = 1
export CORE_UTILIZATION = 30
$ cat design/flow/constraint.sdc
current_design spi_slv_8b8b

set clk_period 3.0
set clk_io_pct 0.2

create_clock -name clk0 -period $clk_period [get_ports {clk}]

set non_clock_inputs [all_inputs -no_clocks]
set_input_delay [expr $clk_period * $clk_io_pct] -clock clk0 $non_clock_inputs
set_output_delay [expr $clk_period * $clk_io_pct] -clock clk0 [all_outputs]
$ cat design/flow/design.v
`timescale 1ns / 10ps
module spi_slv_8b8b(
  input             spi_clk,
  input             spi_en_n, 
  input             spi_mosi,
  output reg        spi_miso = 1'b0,		 
  input             clk,
  input             rst_b, 
  output reg        wr_en = 1'b0,
  output reg        rd_en = 1'b0,
  output reg [11:0] adr,
  output reg  [7:0] dout,
  input       [7:0] din
);
  reg     [2:0] spi_clk_sync  = 3'd7, 
                spi_en_n_sync = 3'd0, 
                spi_mosi_sync = 3'd0;
  wire          spi_clk_rise, spi_clk_rise_1,
                spi_clk_fall, spi_clk_fall_1,
                spi_en_n_rise, spi_en_n_fall;
  reg     [2:0] fsm_cs, fsm_ns;
  reg     [4:0] shin_cntr = 'd17;
  reg    [15:0] shin_reg;
  reg    [11:0] shout_reg;
  reg     [1:0] cmd_hit = 2'd0, 
                ad_hit  = 2'd0;
  reg     [1:0] adr_inc = 2'd0; 
  reg     [3:0] spi_cmd;
  assign spi_clk_rise   = ~spi_clk_sync[1]  &  spi_clk_sync[0];		 
  assign spi_clk_rise_1 = ~spi_clk_sync[2]  &  spi_clk_sync[1];		 
  assign spi_clk_fall   =  spi_clk_sync[1]  & ~spi_clk_sync[0];
  assign spi_clk_fall_1 =  spi_clk_sync[2]  & ~spi_clk_sync[1];
  assign spi_en_n_rise  = ~spi_en_n_sync[1] &  spi_en_n_sync[0] & (fsm_cs == 'd1);
  assign spi_en_n_fall  =  spi_en_n_sync[1] & ~spi_en_n_sync[0];
  always @(posedge clk or negedge rst_b)
  begin
    if (!rst_b)
    begin
      spi_clk_sync  <= 3'd7;
      spi_en_n_sync <= 3'd0;
      spi_mosi_sync <= 3'd0;
    end
    else
    begin   
      spi_clk_sync  <= {spi_clk_sync,  spi_clk};
      spi_en_n_sync <= {spi_en_n_sync, spi_en_n};
      spi_mosi_sync <= {spi_mosi_sync, spi_mosi};
    end
  end
  always @(posedge clk or negedge rst_b)
  begin: SPI_FSM_seq
    if (!rst_b)
      fsm_cs <= 'd0;
    else
      fsm_cs <= fsm_ns;
  end
  always @(*)
  begin : FSM_Next
    case (fsm_cs)
    'd1:
      fsm_ns = (spi_en_n_rise)? 'd0:'d1;		 
    default:  
      fsm_ns = (spi_en_n_fall)? 'd1:'d0;
    endcase
  end
  always @(posedge clk or negedge rst_b)
  begin
    if (!rst_b)
    begin
      cmd_hit <= 'd0;		 
      ad_hit  <= 'd0;		 
      spi_cmd <= 4'hF;       
      shin_cntr <= 'd17;	 
      spi_miso <= 1'b0;
      shout_reg <= 'd0;		 
    end
    else
    begin
      cmd_hit[1] <= cmd_hit[0];
      cmd_hit[0] <= spi_clk_rise_1 & (shin_cntr == 'd13);
      ad_hit <= spi_clk_rise_1 & (shin_cntr == 'd1);
      if (fsm_cs == 'd0)
        shin_cntr <= 'd17;
      else if (spi_clk_rise)	 
        shin_cntr <= shin_cntr + {5{|shin_cntr}};			 
      if (fsm_cs == 'd1 & spi_clk_rise & |shin_cntr)
        shin_reg <= {shin_reg, spi_mosi_sync[1]};
      if (cmd_hit[1] & ~spi_cmd[3])
      begin
        spi_miso <= 1'b0;
        shout_reg <= {4'd0, dout};
      end
      else if (fsm_cs == 'd1 & spi_clk_fall & |shin_cntr)
        {spi_miso, shout_reg} <= {shout_reg, 1'b0};                              
      spi_cmd  <= (cmd_hit[0])? shin_reg[3:0]:spi_cmd;   
    end                                                  
  end                                                    
  always @(posedge clk or negedge rst_b)                                         
  begin                                                                          
    if (!rst_b)                                                                  
    begin                                                                        
      {wr_en, rd_en} <= 'd0;                                                     
      adr_inc <= 2'd0;                                                           
    end                                                                          
    else                                                                         
    begin                                                                        
      wr_en <= 1'b0;                                                             
      rd_en <= 1'b0;
      adr_inc <= {adr_inc[0], 1'b0};
      if (ad_hit) 
      begin
        case (spi_cmd)
        4'b0010:				 
          rd_en <= 1'b1;                                 						   
        4'b0011:                 
        begin                                        						   
          rd_en <= 1'b1;                               						   
          adr <= adr + 1'b1;                           						   
        end                                            						   
        4'b1000:                 
          dout <= shin_reg;                            						   
        4'b1010:                 
        begin                                           						   
          wr_en <= 1'b1;                               						   
          dout <= shin_reg;                            						   
        end                                            						   
        4'b1011:                 
        begin                    
          wr_en <= 1'b1;        
          dout <= shin_reg;     
          adr_inc[0] <= 1'b1;   
        end                     
        4'b1100:                 
          adr <= shin_reg;      
        4'b1101:                 
        begin                   
          rd_en <= 1'b1;        
          adr <= shin_reg;      
        end                     
        default: 
          ;
        endcase
      end
      else
      begin
        if (adr_inc[1])
          adr <= adr + 1'b1; 
        if (rd_en)
          dout <= din;
      end
    end
  end
endmodule
$ cat design/flow/run.sh
#!/bin/bash
# OpenROAD 26Q1-2900-gdf79404cd8, Yosys 0.63+post, stock flow scripts
make -C /OpenROAD-flow-scripts/flow DESIGN_CONFIG=/design/flow/config.mk WORK_HOME=/design/flow/orfs finish
==> results.py <==
# Physical implementation metrics
metrics = {
    "logic_synthesis": {
        "top_area_cell": "edfxtp_1",
        "synth_flop_count": 70,
        "synth-xor-area-share_pct": 2.94,
        "ys.flop_type": "edfxtp_1",
        "synth.logic.top_family": "simple AND/OR/NAND/NOR gates",
        "synthCells": 230,
        "top_cell_area_share_pct": 32.3,
        "yosysUniqueCellTypes": 40,
        "synth.cell_area_um2": 2980,
        "synth.cellmix.compoundShare_pct": 6.85,
        "synth.yosys.seq_area_share_pct": 64.6,
        "synth.cellmix.simpleShare_pct": 12.9,
        "total_number_of_yosys_warnings": 1,
        "post_synth.cell_area_avg_um2": 12.9,
        "muxShareOfSynthArea_pct": 9.96,
        "synth_top_cell_by_count": "edfxtp_1",
        "top_cells_by_count": "edfxtp_1, nor2_1, dfrtp_1, a21oi_1, mux2i_1",
        "count_of_library_flops_with_an_enable_pin": 32,
        "yosys-top-cells-area": "edfxtp_1, dfrtp_1, dfstp_2, mux2i_1, mux2_2",
        "postSynth.asyncResetShare_pct": 54.3,
        "adder_share_pct": 0.841,
        "yosys-stat-area_um2": 2980,
        "synth_stat.cells": 230,
    },
    "cts": {
        "htree_num_levels": 3,
        "clk_pin_slew_ns": 0.07,
        "ctsResizeCount": 0,
        "ctsLongestPathBuffers": 2,
        "cts_tree": "done",
        "sink_count": 70,
        "cts_root_buffer": "clkbuf_8",
        "holdBufCountCts": 0,
        "post-cts-setup-buffer-count": 0,
        "tritoncts.num_buffers": 9,
        "insertion_delay_late_pin_ns": 0.34,
    },
    "timing": {
        "fmaxAchievable_mhz": 519,
        "final_number_of_setup_violating_endpoints": 0,
        "timing.clock.skew_ns": 0.0121,
        "slew_violations": 0,
        "fin_crit_sh_pct": 64.2,
        "worst_slew_pin_slew_ns": 0.695,
        "grt_setup_unrepaired": "no",
        "timing.final.hold_violations": 0,
        "layout_min_cycle_time_ns": 1.93,
        "max-slew-margin-rel_pct": 53.6,
        "timing.setup.tns_ns": 0,
    },
    "outcome": {
        "status": "complete, no violations",
    },
    "power": {
        "power_density_nw_per_um2": 481,
        "power.leakage_nw": 1.41,
        "vdd.ir_drop.worst_uv": 394,
        "design_power_total_mw": 1.76,
    },
    "floorplanning": {
        "die.size.y_um": 102,
        "design.die.area_um2": 10300,
        "fp_util_pct": 31.6,
        "chipWidth_um": 102,
        "placeableCoreArea_um2": 9420,
        "num_io_pins": 36,
        "placement_rows": 35,
    },
    "grt": {
        "track_usage_pct": 11.2,
        "grt_antenna_before_repair": 0,
        "number_of_global_route_vias_before_repair": 1696,
        "global_route_wire_length_before_repair_um": 8600,
        "globalRoute.totalOverflow": 0,
        "grt_max_degree": 27,
    },
    "flow_run": {
        "warnings": 25,
        "cap_violations": 0,
    },
    "detailed_routing": {
        "vias": 1829,
        "routed_wirelength_um": 5230,
        "drt-wirelength-per-cell_um": 12.8,
        "detail-route-antenna-nets": 0,
        "firstDrtPassIters": 4,
        "antenna-diode-count": 0,
        "total_drc_errors_in_the_routed_layout": 0,
        "initialDrtViolationCount": 71,
        "viasPerCell": 4.48,
    },
    "worst_hold_path": {
        "hp-class": "input port to asynchronous set/reset pin",
    },
    "placement": {
        "finalWeightedCongestion": 0.839,
        "post-place-cells": 392,
        "io_buffer_count": 35,
        "place_hpwl_um": 3650,
    },
    "critical_path": {
        "timing.reg2reg.setup_slack_ns": 1.07,
        "path_max_fanout": 23,
        "worst_ep_arrival_ns": 2.02,
        "timing.setup.critical_path_class": "flop to flop",
        "timing.critical_path.required_ns": 3.09,
        "cp-start-kind": "flop",
        "timing.critical_path.to_type": "flop",
    },
    "layout": {
        "finish.utilization_pct": 38.9,
        "layout.cells.non_filler": 408,
        "layout.filler_cells": 889,
        "synthToLayoutAreaGrowth_pct": 23.0,
        "fraction_of_final_layout_cells_with_drive_strength_greater_than_1_pct": 16.5,
    },
}
cells by family after synthesis:
kind of cell    after synthesis
compound gates               35
xor+xnor                     10
fa+ha+maj                     2
buf+inv                      11
flops                        70
mux                          28
simple gates                 74
placed cells by master (no fill, tap or decap), drive strengths merged:
master / instances
a211o: 1
a211oi: 1
a21boi: 1
a21o: 1
a21oi: 24
and2: 1
and3: 1
and3b: 1
and4b: 1
buf: 5
bufinv: 1
clkbuf: 11
clkdlybuf4s50: 34
clkinv: 3
clkinvlp: 1
dfrtp: 28
dfstp: 10
edfxtp: 32
ha: 2
inv: 5
mux2: 13
mux2i: 15
nand2: 10
nand2b: 4
nand3: 7
nand3b: 1
nand4: 1
nand4b: 2
nor2: 32
nor2b: 3
nor3: 6
nor3b: 1
nor4: 3
o21a: 1
o21ai: 5
o2bb2ai: 1
xnor2: 6
xor2: 4
final timing paths:
path | cells after the start | start | endpoint
setup / recovery | 3 | spi_cmd[1]$_DFFE_PN1P_ | adr[1]$_DFFE_PP_
hold / removal | 1 | rst_b | rd_en$_DFF_PN0_
setup reg to reg | 3 | spi_cmd[1]$_DFFE_PN1P_ | adr[1]$_DFFE_PP_
hold reg to reg | 0 | spi_mosi_sync[0]$_DFF_PN0_ | spi_mosi_sync[1]$_DFF_PN0_
max in group asynchronous | 2 | rst_b | shin_cntr[4]$_DFFE_PN1P_
min in group clk0 | 0 | spi_mosi_sync[0]$_DFF_PN0_ | spi_mosi_sync[1]$_DFF_PN0_
power breakdown:
group          leakage (nW)  internal (mW)  switching [mW]
registers             0.805           1.00         0.00225
logic                 0.517         0.0198          0.0173
clock network        0.0907          0.379           0.337
total                  1.41           1.40           0.356
through the flow:
step	instance area (um2)	worst slack [ns]	hold slack, ns
6_report	3660	1.07	0.153
5_1_grt	3660	0.992	0.163
4_1_cts	3660	1.06	0.155
3_5_place_dp	3480	1.09	0.335
3_3_place_gp	3480	1.12	0.332
2_1_floorplan	2980	0.862	0.304
cell type report:
class | count | area [um2] | share of cell area, %
Clock buffer | 11 | 131 | 3.59
Clock inverter | 5 | 51.3 | 1.40
Inverter | 5 | 18.8 | 0.513
Multi-Input combinational cell | 149 | 998 | 27.3
Sequential cell | 70 | 1920 | 52.6
Tap cell | 129 | 161 | 4.41
Timing Repair Buffer | 39 | 375 | 10.3
routing by layer:
layer  global-route usage, %  vias up  share of wire (%)
met1                    19.5      867                 51
li1                        -      912                  -
met5                       0        -                  0
met2                    14.9       42                 42
met4                    1.45        0                1.7
met3                    2.94        8                5.3
critical path: stages, from the launching register on:
cell and delay, ns:
dfstp_2 0.55, and3b_1 0.21, nand2_1 0.53, mux2_2 0.40
Power and IR drop assume default switching activity.
