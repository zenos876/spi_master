`/design/flow/design.v`:
```
module gennum2961_spi_ctrl
(
  input         clk,   
  input         rst_b,
  input         stat_poll,
  output reg    spi_cs,
  output reg    spi_sck,
  output reg    spi_mosi,
  input         spi_miso,
  output [31:0] vid_std,
  output [15:0] raster1,
  output [15:0] raster2,
  output [15:0] raster3,
  output [15:0] raster4
);
parameter  SPI_CLK_DIV = 20;
localparam ST_IDLE          = 0,
           ST_READ_REG      = 1,
           ST_READ_REG_WAIT = 2;
localparam ST_SPI_IDLE      = 0,
           ST_SPI_WRITE_CMD = 1,
           ST_SPI_READ_WAIT = 2,
           ST_SPI_READ_STAT = 3,
           ST_SPI_CMD_GAP   = 4;
localparam READ_WAIT_TIME = 5,  
           CMD_GAP_TIME   = 10;
localparam REG_RD_CNT = 6;
reg   [2:0] state;   
reg   [2:0] spi_state;
wire [11:0] REG_ADDR[0:REG_RD_CNT-1];
reg  [15:0] reg_read_data[0:REG_RD_CNT-1];
reg         spi_master_wren_i;
reg  [15:0] spi_master_di_i;
wire        spi_master_wr_ack_o;
wire        spi_master_do_valid_o;
wire [15:0] spi_master_do_o;
reg  [15:0] vid_std_lower, vid_std_upper;
reg         spi_clk_falling, spi_clk_rising;
reg         spi_sck_d1;
reg         spi_clk_enable;
reg  [15:0] spi_read_cmd, spi_read_data;
reg  [11:0] spi_read_addr;
reg         spi_read_req, spi_busy, spi_reading;
reg         spi_sck_int;
reg   [7:0] spi_clk_cnt;
reg   [3:0] spi_bit_cnt;
reg   [3:0] reg_index;
assign REG_ADDR[0] = 12'h01f;
assign REG_ADDR[1] = 12'h020;
assign REG_ADDR[2] = 12'h021;
assign REG_ADDR[3] = 12'h022;
assign REG_ADDR[4] = 12'h006;
assign REG_ADDR[5] = 12'h007;
assign raster1 = reg_read_data[0];
assign raster2 = reg_read_data[1];
assign raster3 = reg_read_data[2];
assign raster4 = reg_read_data[3];
assign vid_std = {reg_read_data[5], reg_read_data[4]};
always @(posedge clk) begin: spi_clk_blk
    spi_sck <= spi_sck_int & spi_clk_enable;
    spi_clk_falling <= (~spi_sck_int & spi_sck_d1);
    spi_clk_rising  <= (spi_sck_int & ~spi_sck_d1);
    spi_sck_d1 <= spi_sck_int;
    if (spi_clk_cnt < SPI_CLK_DIV / 2 - 1)
        spi_clk_cnt <= spi_clk_cnt + 1;
    else begin
        spi_clk_cnt <= 0;
        spi_sck_int <= ~spi_sck_int;
    end
end
always @(posedge clk) begin: sequencer_blk
    if (~rst_b) begin
        state <= ST_IDLE;
        spi_read_req <= 1'b0;
        reg_index <= 0;
    end
    else begin
        case(state)
            ST_READ_REG: begin
                if (spi_busy) begin
                    state <= ST_READ_REG_WAIT;
                    spi_read_req <= 1'b0;
                end
            end
            ST_READ_REG_WAIT: begin
                if (~spi_busy) begin
                    reg_read_data[reg_index] <= spi_read_data;
                    reg_index <= reg_index + 1;
                    state <= ST_IDLE;
                end
            end
            default: begin  
                if (~spi_busy & stat_poll) begin
                    state <= ST_READ_REG;
                    spi_read_addr <= REG_ADDR[reg_index];
                    spi_read_req <= 1'b1;
                end
            end
        endcase
    end
end
always @(posedge clk) begin: spi_state_machine_blk
    if (~rst_b) begin
        spi_state <= ST_SPI_IDLE;
        spi_clk_enable <= 1'b0;
        spi_busy <= 1'b0;
        spi_reading <= 1'b0;
        spi_cs <= 1'b1;
    end
    else begin
        case(spi_state)
            ST_SPI_WRITE_CMD: begin
                if (spi_clk_falling) begin
                    spi_cs <= 1'b0;
                    spi_clk_enable <= 1'b1;
                    spi_bit_cnt <= spi_bit_cnt - 1;
                    spi_mosi <= spi_read_cmd[spi_bit_cnt];
                    if (~(|spi_bit_cnt)) begin
                        if (spi_reading) begin
                            spi_state <= ST_SPI_READ_WAIT;
                            spi_bit_cnt <= READ_WAIT_TIME;
                        end
                        else begin
                            spi_state <= ST_SPI_CMD_GAP;
                            spi_bit_cnt <= CMD_GAP_TIME;
                        end
                    end
                end
            end
            ST_SPI_READ_WAIT: begin  
                if (spi_clk_falling) begin
                    spi_clk_enable <= 1'b0;
                    spi_mosi <= 1'b0;
                    spi_bit_cnt <= spi_bit_cnt - 1;
                    if (~(|spi_bit_cnt)) begin
                        spi_state <= ST_SPI_READ_STAT;
                        spi_clk_enable <= 1'b1;
                        spi_bit_cnt <= 15;
                    end
                end
            end
            ST_SPI_READ_STAT: begin
                if (spi_clk_rising) begin
                    spi_read_data[spi_bit_cnt] <= spi_miso;
                    spi_bit_cnt <= spi_bit_cnt - 1;
                    if (~(|spi_bit_cnt)) begin
                        spi_state <= ST_SPI_CMD_GAP;
                        spi_bit_cnt <= CMD_GAP_TIME;
                    end
                end
            end
            ST_SPI_CMD_GAP: begin
                if (spi_clk_falling) begin
                    spi_clk_enable <= 1'b0;
                    spi_bit_cnt <= spi_bit_cnt - 1;
                    if (~(|spi_bit_cnt)) begin
                        spi_state <= ST_SPI_IDLE;
                        spi_busy <= 1'b0;
                        spi_cs <= 1'b1;
                    end
                end
            end
            default: begin  
                spi_reading <= 1'b0;
                if (spi_clk_falling) begin
                    if (spi_read_req) begin
                        spi_state <= ST_SPI_WRITE_CMD;
                        spi_busy <= 1'b1;
                        spi_reading <= 1'b1;
                        spi_read_cmd <= {1'b1, 3'b0, spi_read_addr};
                    end
                    spi_clk_enable <= 1'b0;
                end
            end
        endcase
    end
end
endmodule
```
`/design/flow/run.sh`:
```
#!/bin/bash
# OpenROAD 26Q1-2900-gdf79404cd8, Yosys 0.63+post, stock flow scripts
make -C /OpenROAD-flow-scripts/flow DESIGN_CONFIG=/design/flow/config.mk WORK_HOME=/design/flow/orfs finish
```
`/design/flow/config.mk`:
```
export PLATFORM = sky130hd
export DESIGN_NAME = gennum2961_spi_ctrl
export DESIGN_NICKNAME = gennum2961_spi_ctrl
export VERILOG_FILES = /design/flow/design.v
export SDC_FILE = /design/flow/constraint.sdc
export NUM_CORES = 4
export LEC_CHECK = 1
export CORE_UTILIZATION = 30
```
`/design/flow/constraint.sdc`:
```
current_design gennum2961_spi_ctrl

set clk_period 5.9
set clk_io_pct 0.2

create_clock -name clk0 -period $clk_period [get_ports {clk}]

set non_clock_inputs [all_inputs -no_clocks]
set_input_delay [expr $clk_period * $clk_io_pct] -clock clk0 $non_clock_inputs
set_output_delay [expr $clk_period * $clk_io_pct] -clock clk0 [all_outputs]
```
==> ds_physical_params.txt <==
Table: implementation figures

Parameter                              Value

Setup path
  Largest driver fanout on the critical path    21
  Number of buffers and inverters on the critical path    1
  Worst setup path category    in -> reg
  Crit. Startpoint    rst_b
  CP Cell Sequence    clkdlybuf4s50_1 > nand2_1 > nor3_1 > and3_1
  Worst path top cell family by delay    simple AND/OR/NAND/NOR gates
  Critical Path Sink Type    flip-flop
  Highest cell delay on the worst timing path    0.91 ns
  Data arrival at the endpoint of the critical path    3.28 ns
  Cell with the largest stage delay on the worst path    clkdlybuf4s50_1
  Crit path required time    5.94 ns
  Reg-to-reg startpoint    spi_bit_cnt[0]$_DFFE_PP_
  CP startpoint kind    input pin

Placement
  Total cell area at the placement stage    7260 um2
  Gpl congestion    0.828
  Post-placement worst setup slack    2.22 ns
  Port Buffer Count    102
  Post-DP HPWL    7820 um

Logic synthesis
  Area figure in the yosys stat output    5910 um2
  Yosys warnings    1
  Count of different cell masters after synthesis    59
  Post-synthesis share of cell area spent on full adders, half adders and majority gates    0.0233
  Fraction of synthesis flops using an asynchronous set or reset pin    0
  Synthesized cell area    5910 um2
  Synthesized area divided by synthesized cell count    15.2 um2
  AND-OR/OR-AND share of the synthesized area    0.0817
  Dominant flop cell    edfxtp_1
  Xor+xnor area frac    0.00296
  Number of synthesized register bits    156
  Area fraction in and, or, nand and nor cells after synthesis    0.0974
  Biggest combinational cell group after synthesis    simple AND/OR/NAND/NOR gates
  Mapped Cells    388
  Sequential element share of the synthesized area    0.745
  Post-synth tally of flip-flops with integrated enable    128
  Area fraction in mux cells    0.0286
  Ys cells    388

Clock network
  Deepest level of the CTS H-tree    4
  Setup Fix Bufs, Post-CTS    0
  Number of buffers created by CTS    17
  Total clock sinks    156
  Worst-skew pair later-pin latency    0.42 ns
  Root buffer selected by CTS    clkbuf_16
  Hold-fix buffers at CTS    0
  CTS Buffer Depth    2
  Resized cells post-CTS    0
  Clock-pin slew of the registers on the worst-case setup and hold paths    0.06 ns
  Clock tree from TritonCTS    built

Layout
  Final-layout fill cell count    1,705
  Final cell area excluding filler cells    7870 um2
  Fin util    0.414
  Area growth syn-to-layout    33.2%
  Share of post-route cells with drive strength above 1    0.114

Floorplan
  Initial Utilization    0.311
  Die outline height    142 um
  Die width    142 um
  Total die size    20,300 um2
  Floorplan core area    19,000 um2
  Standard-cell rows    50
  IO Pins    103

Pwr
  Power density of the placed cells    305 nW/um2
  Worst IR drop on VDD    312 uV
  Post-layout total power    2400 uW
  Leakage    0.00268 uW

Timing
  Crit path setup slack, layout    2.66 ns
  Final count of pins violating max slew    0
  Number of failing hold endpoints at the final stage    0
  Top achievable clock speed    308 MHz
  Pin slew with the least headroom to its limit    0.847 ns
  Final-layout setup total negative slack    0 ns
  Final worst-path cycle share    0.550
  Min Clock Period, post-route    3.24 ns
  Layout Skew    0.0125 ns
  Endpoints failing setup    0
  Relative slew slack    0.436
  RSZ-0062 raised after global routing    false

Routing
  Routed via count    3,540
  Final routed wire length divided by cell count    15.2 um
  Total wire length after detailed routing    11,800 um
  Antenna Diode Count    0
  Number of routed nets with antenna violations    0
  Post-DR vias/cell    4.56
  First-iteration detailed-routing DRC count    192
  Length of the first detailed-routing pass in iterations    4
  Remaining DRCs    0

Global route
  Antenna violations before repair    0
  Residual overflow from global routing    0
  Number of global-route vias before repair    3,465
  First-pass GRT wire length    18,300 um
  Global routing usage summed across all routing layers    0.124
  Largest net degree at the start of global routing    31

Worst hold path
  Hold Path Origin    spi_sck_d1$_DFF_P_
  HP Class    reg -> reg

Outcome
  Result of the run    complete, no violations

Flow run
  Number of OpenROAD warnings    32
  Max-capacitance violation count    0
[path summary, 6_finish.rpt]
check	endpoint	slack, ns	cells past startpoint
max	reg_read_data[0][14]$_DFFE_PP_	2.66	4
min	spi_clk_rising$_DFF_P_	0.40	1
max reg2reg	spi_read_data[12]$_DFFE_PP_	3.14	6
min reg2reg	spi_clk_rising$_DFF_P_	0.40	1
[state kept, by name, indices dropped and copies added, names as in the netlist]
| register | cells |
|---|---|
| spi_read_cmd | 5 |
| spi_clk_enable | 1 |
| spi_sck_int | 1 |
| spi_reading | 1 |
| spi_busy | 1 |
| spi_mosi | 1 |
| spi_sck | 1 |
| state | 3 |
| spi_state | 5 |
| spi_read_addr | 5 |
| spi_read_req | 1 |
| reg_read_data | 96 |
| spi_bit_cnt | 4 |
| spi_cs | 1 |
| reg_index | 3 |
| spi_read_data | 16 |
| spi_clk_cnt | 8 |
| spi_clk_falling | 1 |
| spi_sck_d1 | 1 |
| spi_clk_rising | 1 |
[synthesized netlist by cell type, types with 2 or more instances]
cell	n	area, um2
buf_2	4	20.0
or3_1	2	12.5
and2_1	5	31.3
nor3b_1	4	30.0
mux2_1	2	22.5
nor2_1	27	101
dfxtp_1	28	561
clkbuf_1	9	33.8
nand2_1	29	109
o2bb2ai_1	3	26.3
a22o_1	5	43.8
nand3_1	6	30.0
o221ai_1	2	17.5
nand2b_1	4	25.0
o21ai_0	19	95.1
nor3_1	6	30.0
a21o_1	2	15.0
or4_1	2	15.0
buf_6	2	22.5
edfxtp_1	128	3840
inv_1	12	45.0
ha_1	11	138
and3_1	3	18.8
o211ai_1	6	45.0
o211a_1	2	20.0
a22oi_1	3	22.5
o21bai_1	3	22.5
mux2i_1	3	30.0
nand2_2	2	12.5
a21oi_1	10	50.1
mux2_2	5	56.3
nand3b_1	2	15.0
nor2b_1	11	68.8
[cell type report]
cell class,instances,area (um2),share of cell area
Sequential cell,156,4400,0.559
Multi-Input combinational cell,208,1410,0.179
Timing Repair Buffer,109,1070,0.136
Clock buffer,18,429,0.0545
Tap cell,260,325,0.0413
Clock inverter,14,183,0.0232
Inverter,12,45.0,0.00572
[cells in the final DEF (no fill, tap or decap), types with 3 or more instances in the layout]
| cell type | count |
|---|---|
| nand2b_1 | 4 |
| o21bai_1 | 3 |
| and3_1 | 3 |
| inv_6 | 3 |
| nor2_1 | 25 |
| a22oi_1 | 3 |
| nand2_1 | 29 |
| mux2i_1 | 3 |
| mux2_2 | 5 |
| and2_1 | 5 |
| clkbuf_16 | 17 |
| nand3_1 | 6 |
| bufinv_16 | 3 |
| a21oi_1 | 10 |
| clkdlybuf4s50_1 | 102 |
| nor3b_1 | 4 |
| inv_1 | 12 |
| o21ai_0 | 19 |
| o211ai_1 | 6 |
| dfxtp_1 | 28 |
| a22o_1 | 5 |
| ha_1 | 11 |
| o2bb2ai_1 | 3 |
| nor3_1 | 4 |
| buf_4 | 7 |
| edfxtp_1 | 128 |
| clkinv_4 | 3 |
| conb_1 | 4 |
| nor2b_1 | 11 |
[stage by stage]
stage	hold WS, ns	instances
2_1_floorplan	0.379	391
3_3_place_gp	0.389	745
3_5_place_dp	0.392	745
4_1_cts	0.405	777
5_1_grt	0.425	777
6_report	0.400	777
[cells by family (layout without fill, tap and decap cells)]
group | count (synthesis) | after routing
xor gates and xnor gates | 2 | 2
muxes | 13 | 13
adders and majority gates | 11 | 11
DFF | 156 | 156
buffers and inverters | 27 | 153
and+or+nand+nor | 111 | 111
AOI/OAI and AO/OA | 67 | 67
other | 1 | 4
[report_power, final]
part / internal [uW] / switching (uW)
combinational: 32.6 / 34.9
clock: 675 / 439
sequential: 1200 / 19.7
[worst reg2reg max path: cells and delay by family, from the launching register on]
kind / cells / cell delay, ns
compound gates: 2 / 0.59
fa+ha+maj: 1 / 0.36
buf+inv: 1 / 0.17
flops: 1 / 0.75
mux: 1 / 0.35
simple gates: 1 / 0.28
[metal layers]
metal  up-vias  global-route usage  wire, um
met5         -                   0         0
met4         0              0.0136       123
met3         8              0.0555      1040
met2       157               0.197      5620
met1      1691               0.168      4990
li1       1684                   -         -
Power and IR drop assume default switching activity.
